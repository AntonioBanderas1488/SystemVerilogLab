<file path="flow/design.v">
module shift_reg  #(parameter MSB=8) (  
            input d,                       
            input clk,                     
            input en,                      
            input dir,                     
            input rstn,                    
            output reg [MSB-1:0] out);     
   always @ (posedge clk)
      if (!rstn)
         out <= 0;
      else begin
         if (en)
            case (dir) 
               0 :  out <= {out[MSB-2:0], d};
               1 :  out <= {d, out[MSB-1:1]};
            endcase
         else
            out <= out;
      end
endmodule
</file>
<file path="flow/run.sh">
#!/bin/bash
# OpenROAD 26Q1-2900-gdf79404cd8, Yosys 0.63+post, stock flow scripts
make -C /OpenROAD-flow-scripts/flow DESIGN_CONFIG=/design/flow/config.mk WORK_HOME=/design/flow/orfs finish
</file>
<file path="flow/config.mk">
export PLATFORM = sky130hd
export DESIGN_NAME = shift_reg
export DESIGN_NICKNAME = shift_reg
export VERILOG_FILES = /design/flow/design.v
export SDC_FILE = /design/flow/constraint.sdc
export NUM_CORES = 4
export LEC_CHECK = 1
export CORE_AREA = 10 10 70 70
export DIE_AREA = 0 0 80 80
</file>
<file path="flow/constraint.sdc">
current_design shift_reg

set clk_period 1.2
set clk_io_pct 0.2

create_clock -name clk0 -period $clk_period [get_ports {clk}]

set non_clock_inputs [all_inputs -no_clocks]
set_input_delay [expr $clk_period * $clk_io_pct] -clock clk0 $non_clock_inputs
set_output_delay [expr $clk_period * $clk_io_pct] -clock clk0 [all_outputs]
</file>
==> flow_summary.ini <==
; implementation run metrics
[synth]
avgSynthCellArea_sq_um = 10.3
ys_seq_share_pct = 45.7
syn_inst = 34
syn_area_sq_um = 350
yosys_cells = 34
yosys-stat-area_sq_um = 350
netlist-cell-type-count = 6
largest_area_cell = dfxtp_1
yosys_warnings = 1
area_leaders = dfxtp_1 (46%), mux2i_1 (23%), a21oi_1 (11%)
synth_flops = 8
synth_top_area_share_pct = 45.7

[setup_path]
max_stage_delay_ps = 330
path_buffers = 1
cp_max_fo = 4
path_class = register to output pin
crit_chain = dlygate4sd2_1
required_ps = 960
end_kind = output pin
startpoint_type = register
cpMaxStageDelayCell = dfxtp_2
arrival_ps = 820
crit_family = flip-flops

[timing]
fin_crit_sh_pct = 88.6
skew_ps = 0.692
setup_viol = 0
fin_ws_ps = 136
setup-tns-final_ps = 0
tightest_slew_ps = 288
finalHoldViolCount = 0
rsz0062_at_grt = no
report.final.slew_viol_count = 0
max_freq_ghz = 0.940
post-route-min-period_ps = 1060
hold_ws_ps = 567
relSlewSlack_pct = 80.7

[global_routing]
antenna_found_initial = 0
grt_pass1_wl_microns = 1510
overflow = 0
grt_pass1_vias = 335
globalRouteTotalUtil_pct = 3.06
grt_start_max_net_pins = 17

[drt]
dr.pass1.iters = 4
wl_met1_microns = 423
vias = 352
vias_per_cell = 3.38
wirelength_microns = 1030
detail_route.iter0.violations = 16
ant_nets = 0
highest_layer = met4
drc = 0
post_drt_wl_per_cell_microns = 9.88
wl_met2_microns = 498
wl_met3_microns = 94

[die]
core_area_sq_mm = 0.00342
die_w_microns = 80
io-pin-count = 13
initial_core_util_pct = 10.3
die_h_microns = 80
rows = 21
chip_area_sq_mm = 0.00640

[final_layout]
largest_reg_flops = 8
top_regs = out x8
drive_gt1_share_pct = 38.6
syn2layout_area_growth_pct = 76.1
most-common-layout-cells = buf_4 (9), mux2i_1 (8), a21oi_1 (8), dlygate4sd2_1 (8), dfxtp_2 (7)
logic_area_sq_um = 168
final_common_cell = buf_4
top_register = out
fill_cells = 375
final-seq-area_sq_um = 169

[pwr]
p_leak_nw = 0.278
p_switching_uw = 147
vdd_drop_max_mv = 0.249
seqPwrFrac_pct = 47.3
powerDensity_mw_per_mm2 = 1020
combPwrFrac_pct = 20.3
clockPowerShare_pct = 32.4
switching_share_pct = 23.5
p_int_uw = 480

[cts]
clock_path_buffers = 2
htreeDepth = 1
cts_tree = done
cts.sinks = 8
clk_pin_slew_worst_paths_ps = 50
cts_buffers = 3
clockRootBuffer = clkbuf_4
clock.latency.late_pin_ps = 250

[place]
place_ws_ps = -62.5
gp_congestion = 0.645
io_buffers = 12
detailed_place_hpwl_microns = 750

[job]
warnings = 25
max_cap_violations = 0

[outcome]
outcome = complete, no violations

[worst_hold_path]
hold_class = register to register
[synthesized netlist by cell type, drive strengths merged]
library cell and instances:
a21oi 8, dfxtp 8, mux2i 8, o21ai 8
buf 2
[kinds of logic (layout without fill, tap and decap cells)]
family,after synthesis,count (layout),synth area share (%)
AND-OR/OR-AND,16,16,25.0
multiplexers,8,8,22.9
flip-flops,8,8,45.7
buffers and inverters,2,25,6.43
other,0,1,0
[cell type report]
class / count / area share, %
tap: 46 / 9.33
multi-input combinational: 24 / 27.2
sequential: 8 / 27.4
timing repair buffer: 22 / 32.0
clock buffer: 3 / 3.65
antenna: 1 / 0.406
[power by group through the flow]
stage / clock network (mW) / registers, mW / logic [mW]
4_1_cts: 0.207 / 0.297 / 0.130
5_1_grt: 0.217 / 0.300 / 0.140
6_report: 0.203 / 0.297 / 0.127
[path summary, 6_finish.rpt]
check	startpoint	to	cells past startpoint	slack (ps)
worst max-delay path	out[1]$_SDFFE_PN0P_	out[1]	1	140
worst min-delay path	out[1]$_SDFFE_PN0P_	out[0]$_SDFFE_PN0P_	2	570
worst max register to register	out[3]$_SDFFE_PN0P_	out[2]$_SDFFE_PN0P_	3	400
worst min register to register	out[1]$_SDFFE_PN0P_	out[0]$_SDFFE_PN0P_	2	570
[what timing repair did]
| item | CTS | global route |
|---|---|---|
| endpoints found under the setup margin | 8 | 0 |
| buffers inserted | 6 | 0 |
| resized | 15 | 0 |
| hold buffers | 0 | 0 |
[stage by stage]
| stage | std cells | util, % | power (mW) | cell area, sq um |
|---|---|---|---|---|
| 3_5_place_dp | 94 | 16.0 | 0.422 | 548 |
| 2_1_floorplan | 34 | - | 0.347 | 350 |
| 4_1_cts | 103 | 18.0 | 0.634 | 614 |
| 5_1_grt | 103 | 18.0 | 0.657 | 614 |
| 3_3_place_gp | 94 | 16.0 | 0.420 | 548 |
| 6_report | 104 | 18.1 | 0.627 | 617 |
[routing by layer]
metal / global-route usage, % / vias up
met2: 4.98 / 10
li1: - / 178
met5: 0 / -
met1: 3.34 / 160
met4: 0.704 / 0
met3: 1.82 / 4
Power and IR drop assume default switching activity.
